==> flow/design.v <==
module CP0 (epcin, din, hwint, sel, wen, exlset, exlclr, clk, rst, intreq, epcstr, dout);
	input [31:0] epcin;
	input [31:0] din;
	input [5:0] hwint;
	input [4:0] sel;
	input wen, exlset, exlclr, clk, rst;
	wire [31:0] cause, sr, prid;
	output [31:0] epcstr, dout;
	output intreq;
	reg [31:0] data [31:0];
	integer i;
	initial begin
		for (i = 0; i < 32; i = i + 1) begin
			data[i] = 0;
		end
		data[15] = 32'h18061225;
	end
	assign sr = data[12];
	assign cause = data[13];
	assign epcstr = data[14];
	assign prid = data[15];
	assign intreq = |(hwint[5:0] & sr[15:10]) & sr[0] & ~sr[1];
	assign dout = data[sel];
	 always@(*) 
	 data[14]=(intreq==1)?epcin:data[14];
	always @(posedge clk) begin
		if (rst)begin 
			for (i = 0; i < 32; i = i + 1) begin 
				if ((i != 15 )||(i!=14)) begin
					data[i] <= 0;
				end
			end
		end else begin
			if (wen) begin 
				data[sel] <= din;
			end
			if (exlset) begin 
				data[12][1] <= 1;
			end
			if (exlclr) begin 
				data[12][1] <= 0;
			end
		end
	end
endmodule
==> flow/run.sh <==
#!/bin/bash
# OpenROAD 26Q1-2900-gdf79404cd8, Yosys 0.63+post, stock flow scripts
make -C /OpenROAD-flow-scripts/flow DESIGN_CONFIG=/design/flow/config.mk WORK_HOME=/design/flow/orfs finish
==> flow/config.mk <==
export PLATFORM = sky130hd
export DESIGN_NAME = CP0
export DESIGN_NICKNAME = CP0
export VERILOG_FILES = /design/flow/design.v
export SDC_FILE = /design/flow/constraint.sdc
export NUM_CORES = 4
export LEC_CHECK = 1
export CORE_UTILIZATION = 40
==> flow/constraint.sdc <==
current_design CP0

set clk_period 7.2
set clk_io_pct 0.2

create_clock -name clk0 -period $clk_period [get_ports {clk}]

set non_clock_inputs [all_inputs -no_clocks]
set_input_delay [expr $clk_period * $clk_io_pct] -clock clk0 $non_clock_inputs
set_output_delay [expr $clk_period * $clk_io_pct] -clock clk0 [all_outputs]
==> run notes <==
run metrics: YS chip area 42400 um^2, yosys cell count 5664, status stopped before the end, Err ERROR: Found 32 problems in 'check -assert'., number of flops mapped to enable cells by yosys 0, Synth flops 1056, yosys warns 2, asr flop ratio synth 0%, Failed at 1_2_yosys, Synth cell types 55, Dominant Register Cell dfxtp_1
cell families after synthesis:
logic type | count (synthesis) | synth area share [%]
multiplexers | 6 | 0.151
buffers and inverters | 552 | 5.57
AND/OR/NAND/NOR | 2472 | 23.1
AND-OR/OR-AND | 1578 | 21.7
flip-flops | 1024 | 48.4
latches | 32 | 1.13
Yosys cell counts (6+ instances only):
master,count,share of area [%]
nand2_1,2182,19
a21oi_1,1082,13
dfxtp_1,1024,48
a22oi_1,419,7.4
clkbuf_1,362,3.2
buf_2,156,1.8
nor2_1,81,0.72
nand4_1,58,0.86
nor3_1,33,0.39
dlxtp_1,32,1.1
nand3_1,27,0.32
buf_4,23,0.41
and2_1,18,0.27
a22o_1,17,0.35
nor4_1,17,0.25
a222oi_1,11,0.26
nor2_2,11,0.16
a32oi_1,10,0.21
o21ai_0,10,0.12
buf_1,7,0.062
nor2b_1,7,0.10
and4_1,6,0.12
nand2b_1,6,0.089
