--- ./run.sh ---
#!/bin/bash
# OpenROAD 26Q1-2900-gdf79404cd8, Yosys 0.63+post, stock flow scripts
make -C /OpenROAD-flow-scripts/flow DESIGN_CONFIG=/design/flow/config.mk WORK_HOME=/design/flow/orfs finish
--- ./config.mk ---
export PLATFORM = sky130hd
export DESIGN_NAME = sb
export DESIGN_NICKNAME = sb
export VERILOG_FILES = /design/flow/design.v
export SDC_FILE = /design/flow/constraint.sdc
export NUM_CORES = 4
export LEC_CHECK = 1
export CORE_AREA = 10 10 70 70
export DIE_AREA = 0 0 80 80
--- ./constraint.sdc ---
current_design sb

set clk_period 2.1
set clk_io_pct 0.2

create_clock -name clk0 -period $clk_period

set non_clock_inputs [all_inputs -no_clocks]
set_input_delay [expr $clk_period * $clk_io_pct] -clock clk0 $non_clock_inputs
set_output_delay [expr $clk_period * $clk_io_pct] -clock clk0 [all_outputs]
--- ./design.v ---
module sb(BOut,addr,sb,SBOut,DMOut);
  input [31:0]DMOut;
  input [31:0]BOut;
  input [9:0]addr;
  input sb;
  output [31:0]SBOut;
  wire [31:0]temp;
  wire [1:0]addr2;
  assign addr2=addr%(3'b100);
  assign temp=(addr2==2'b00)?{DMOut[31:8],BOut[7:0]}:
              (addr2==2'b01)?{DMOut[31:16],BOut[7:0],DMOut[7:0]}:
              (addr2==2'b10)?{DMOut[31:24],BOut[7:0],DMOut[15:0]}:
              (addr2==2'b11)?{BOut[7:0],DMOut[23:0]}:32'h00000000;
  assign SBOut=(sb)?temp:BOut;
endmodule
==> report_table.html <==
<h2>Synthesis and place &amp; route</h2>
<table>
<tr><th>Metric</th><th>Value</th></tr>
<tr><th colspan="2">Drt</th></tr>
<tr><td>Post-detailed-route wirelength per cell</td><td>15.55 µm</td></tr>
<tr><td>Drt total wl</td><td>4245 µm</td></tr>
<tr><td>Ant diodes</td><td>0</td></tr>
<tr><td>Vias per inst</td><td>4.791</td></tr>
<tr><td>Number of remaining DRC errors</td><td>0</td></tr>
<tr><td>Antenna Violating Nets Remaining</td><td>0</td></tr>
<tr><td>Initial detailed-routing violation count</td><td>57</td></tr>
<tr><td>First-pass iteration count of the detailed router</td><td>4</td></tr>
<tr><td>Vias after detailed routing</td><td>1308</td></tr>
<tr><th colspan="2">Global routing</th></tr>
<tr><td>Wire length of the first global-routing pass</td><td>roughly 6600 µm</td></tr>
<tr><td>Grt total ovfl</td><td>0</td></tr>
<tr><td>Antenna violations before repair</td><td>0</td></tr>
<tr><td>Largest net degree at the start of global routing</td><td>just over 50</td></tr>
<tr><td>Via count of the first global-routing pass</td><td>around 1300</td></tr>
<tr><td>GRT Util Overall</td><td>12.45%</td></tr>
<tr><th colspan="2">Synth</th></tr>
<tr><td>Fraction of post-synthesis cell area in the top cell type by area</td><td>16.94%</td></tr>
<tr><td>Number of distinct standard cells referenced by the synthesized netlist</td><td>14</td></tr>
<tr><td># Cells Yosys</td><td>between 100 and 150</td></tr>
<tr><td>Commonest cells in the synthesized netlist</td><td>inv_1, nand2_1, nand4b_1, o221ai_1, buf_2</td></tr>
<tr><td>Average footprint of a synthesized cell</td><td>6.670 µm²</td></tr>
<tr><td>Warnings from Yosys</td><td>0</td></tr>
<tr><td>Yosys chip area</td><td>slightly above 800 µm²</td></tr>
<tr><td>Sequential area share after synthesis</td><td>0%</td></tr>
<tr><td>Leading area contributor after synthesis</td><td>nand4b_1</td></tr>
<tr><td>Post-synthesis cell area</td><td>just over 800 µm²</td></tr>
<tr><td>Post-synthesis cell count</td><td>roughly 120</td></tr>
<tr><td>Top cells by area</td><td>nand4b_1, o221ai_1, mux2_2, a21bo_2, inv_1</td></tr>
<tr><th colspan="2">Run status</th></tr>
<tr><td>Run status</td><td>finished clean</td></tr>
<tr><th colspan="2">STA</th></tr>
<tr><td>Setup-violating endpoint count in the final report</td><td>0</td></tr>
<tr><td>Remaining max-slew budget at the tightest pin</td><td>between 80% and 90%</td></tr>
<tr><td>Final worst-path setup slack</td><td>between 0.03 and 0.04 ns</td></tr>
<tr><td>Post-layout min period</td><td>between 2 and 2.5 ns</td></tr>
<tr><td>Top achievable clock speed</td><td>approximately 480 MHz</td></tr>
<tr><td>Setup repair after global routing missed its margin</td><td>true</td></tr>
<tr><td>Transition at the pin with the smallest max-transition slack</td><td>approximately 0.25 ns</td></tr>
<tr><td>Period Utilization, post-route</td><td>98.43%</td></tr>
<tr><td>Count of endpoints failing hold in the final timing report</td><td>0</td></tr>
<tr><td>Count of pins over their slew limit</td><td>0</td></tr>
<tr><th colspan="2">Critical path</th></tr>
<tr><td>Worst Path Buf+Inv</td><td>3</td></tr>
<tr><td>Data arrival at the endpoint of the critical path</td><td>between 1.5 and 2 ns</td></tr>
<tr><td>CP required</td><td>around 1.7 ns</td></tr>
<tr><td>Cells along the critical path</td><td>dlygate4sd2_1, buf_6, nor2b_4, o221ai_1, clkdlybuf4s50_1</td></tr>
<tr><td>Family of cells with the greatest summed delay on the critical path</td><td>buffers and inverters</td></tr>
<tr><td>Crit path capture type</td><td>output pin</td></tr>
<tr><td>Worst setup path class</td><td>primary input to output pin</td></tr>
<tr><td>Startpoint type of the worst setup path</td><td>primary input</td></tr>
<tr><td>Worst path max stage delay</td><td>~0.44 ns</td></tr>
<tr><td>Slowest stage cell, crit path</td><td>clkdlybuf4s50_1</td></tr>
<tr><td>Highest net fanout along the worst path</td><td>8</td></tr>
<tr><th colspan="2">Power and ir drop</th></tr>
<tr><td>PwrDens</td><td>192.2 nW/µm²</td></tr>
<tr><td>Leakage</td><td>between 0.8 and 0.9 nW</td></tr>
<tr><td>Peak supply drop</td><td>between 100 and 150 µV</td></tr>
<tr><td>Total power</td><td>about 0.38 mW</td></tr>
<tr><th colspan="2">Finish</th></tr>
<tr><td>Fraction of layout cells with a size suffix above 1</td><td>about a quarter</td></tr>
<tr><td>Sequential cell area</td><td>0 µm²</td></tr>
<tr><td>Clock buf count</td><td>0</td></tr>
<tr><td>Sequential cell count</td><td>0</td></tr>
<tr><td>Area Growth Syn to Fin</td><td>136.8%</td></tr>
<tr><th colspan="2">Floorplanning</th></tr>
<tr><td>Floorplan-stage core utilization</td><td>24.21%</td></tr>
<tr><td>Overall chip area</td><td>around 6400 µm²</td></tr>
<tr><td>Height of the die</td><td>around 80 µm</td></tr>
<tr><td>Number of placement rows</td><td>21</td></tr>
<tr><td>Die width</td><td>roughly 80 µm</td></tr>
<tr><td>Placeable core area</td><td>approximately 3400 µm²</td></tr>
<tr><td>Number of top-level pins</td><td>approximately 110</td></tr>
<tr><th colspan="2">Placed design</th></tr>
<tr><td>Global placer's final weighted congestion</td><td>roughly 0.84</td></tr>
<tr><td>Worst setup slack after placement</td><td>-0.5962 ns</td></tr>
<tr><td>Number of port buffers</td><td>between 90 and 100</td></tr>
<tr><td>Half-perimeter wire length after detailed placement</td><td>between 3000 and 4000 µm</td></tr>
<tr><th colspan="2">Job</th></tr>
<tr><td>Warning total across the stage logs</td><td>between 40 and 50</td></tr>
<tr><td>Number of max-capacitance violations reported</td><td>0</td></tr>
<tr><th colspan="2">Worst hold path</th></tr>
<tr><td>Class of the tightest hold or removal check</td><td>primary input to output pin</td></tr>
<tr><td>Hold path startpoint</td><td>BOut[2]</td></tr>
<tr><td>Hold path depth</td><td>3</td></tr>
<tr><td>Terminating pin of the worst hold path</td><td>SBOut[2]</td></tr>
</table>
[logic make-up (layout without fill, tap and decap cells)]
kind of cell           count (synthesis)  count (layout)  share of synthesized area [%]
muxes                                  8               8                          10.89
AOI/OAI and AO/OA                     33              33                          34.65
buffers and inverters                 33             136                          20.27
and+or+nand+nor                       50              50                          34.19
[metal layers]
layer	GRT usage (%)	vias to the layer above	share of wire (%)
li1	-	669	-
met1	16.02	578	45
met2	19.82	61	43
met3	5.568	0	12
met4	0	0	0
met5	0	-	0
[worst max-delay path by stage]
stage,slack (ns),cells past startpoint,from,to
after CTS,0.002,4,BOut[2],SBOut[18]
after global routing,-0.04,8,addr[1],SBOut[21]
final,0.03,5,addr[1],SBOut[20]
[tightest hold or removal path, cell delays in order]
cell and delay, ns:
dlymetal6s2s_1 0.17, mux2_2 0.18, clkbuf_2 0.09
[repair_timing]
| item | CTS | global route |
|---|---|---|
| pin swaps | 4 | 1 |
| hold buffers | 0 | 0 |
| endpoints found under the hold margin | 0 | 0 |
| setup endpoints to repair | 32 | 18 |
| buffers inserted | 7 | 3 |
| gates resized | 56 | 25 |
[placed cells by master (no fill, tap or decap), types with 2 or more instances in the layout]
cell,instances
a31oi_1,7
nand4b_1,16
nand3_1,8
buf_6,6
clkdlybuf4s50_1,62
buf_12,2
buf_4,12
nor2b_4,2
mux2_2,8
buf_2,3
clkbuf_2,9
dlygate4sd2_1,20
clkdlybuf4s15_1,2
nand2_1,16
dlymetal6s2s_1,3
inv_1,16
o221ai_1,12
a21bo_2,8
o221ai_2,4
nor2_1,8
[power by group]
part	internal, mW	leakage [nW]	switching, mW
clock	0	0	0
sequential	0	0	0
combinational	0.255	0.869	0.121
total	0.255	0.869	0.121
[per-stage QoR]
stage | instances | TNS, ns | instance area (µm²) | utilization (%) | hold WS [ns]
floorplan | 124 | 0 | 827.0 | - | 0.9322
global placement | 264 | -14.79 | 1866 | 54.62 | 1.620
detailed placement | 264 | -14.92 | 1866 | 54.62 | 1.611
CTS | 270 | 0 | 1931 | 56.52 | 1.301
global route | 273 | -0.1196 | 1958 | 57.33 | 1.328
finish | 273 | 0 | 1958 | 57.33 | 1.276
[area by class of cell]
| class | count | area [µm²] |
|---|---|---|
| fillers | 329 | 1458 |
| repair buffers | 120 | 1126 |
| multi-input cells | 91 | 714.4 |
| inverters | 16 | 60.06 |
| well taps | 46 | 57.56 |
Power figures rest on the tool's default switching activity, not on a simulated workload.
