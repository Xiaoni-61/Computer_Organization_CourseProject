## design.v

```verilog
module doutchange(addr,dout,doutt,lb);
  input [9:0]addr;
  input [31:0]dout;
  output [31:0]doutt;
  input lb;
  wire [1:0]t1;
  wire [31:0]temp1;
  assign t1=addr%(3'b100);
  assign temp1=(t1==2'b00)?{{24{dout[7]}},dout[7:0]}:
               (t1==2'b01)?{{24{dout[15]}},dout[15:8]}:
               (t1==2'b10)?{{24{dout[23]}},dout[23:16]}:
               (t1==2'b11)?{{24{dout[31]}},dout[31:24]}:32'h00000000;
  assign doutt=(lb)?temp1:dout;
endmodule 
```

## run.sh

```bash
#!/bin/bash
# OpenROAD 26Q1-2900-gdf79404cd8, Yosys 0.63+post, stock flow scripts
make -C /OpenROAD-flow-scripts/flow DESIGN_CONFIG=/design/flow/config.mk WORK_HOME=/design/flow/orfs finish
```

## config.mk

```make
export PLATFORM = sky130hd
export DESIGN_NAME = doutchange
export DESIGN_NICKNAME = doutchange
export VERILOG_FILES = /design/flow/design.v
export SDC_FILE = /design/flow/constraint.sdc
export NUM_CORES = 4
export LEC_CHECK = 1
export CORE_AREA = 10 10 70 70
export DIE_AREA = 0 0 80 80
```

## constraint.sdc

```tcl
current_design doutchange

set clk_period 1.8
set clk_io_pct 0.2

create_clock -name clk0 -period $clk_period

set non_clock_inputs [all_inputs -no_clocks]
set_input_delay [expr $clk_period * $clk_io_pct] -clock clk0 $non_clock_inputs
set_output_delay [expr $clk_period * $clk_io_pct] -clock clk0 [all_outputs]
```

==> deck_impl_summary.md <==
Run Summary

Outcome
  – Run status: complete, no violations

Yosys
  – Area leader, netlist: o21ai_2
  – Post-Synthesis Cell Area: 653 µm²
  – Top cells by area, synth: o21ai_2 (27%), inv_1 (15%), mux2_2 (12%)
  – Yosys warning total: 0
  – Post-synth seq share: 0%
  – Synth unique cells: 15
  – Syn avg cell area: 6.53 µm²
  – Mapped Cells: 100
  – Synth top cell by count: inv_1
  – Area leader share: 26.8%
  – Commonest cells post-synth: inv_1 (26), o21ai_2 (20), o21ai_0 (12)
  – Yosys Instances: 100
  – YS chip area: 653 µm²

Critical path
  – CP peak stage delay: 0.27 ns
  – Worst Path Arrival: 1.40 ns
  – Required time worst endpoint: 1.44 ns
  – Startpoint types: primary input
  – Crit-path max FO: 7
  – Crit path max-delay family: buffers and inverters
  – WP buf/inv: 4
  – WS Path Type: in -> out
  – CP Capture Type: primary output
  – CP cell instances: buf_12 -> mux2i_2 -> o22a_4 -> buf_6 -> buf_4 -> o21ai_2 -> dlygate4sd2_1
  – CP max-delay cell: o22a_4

Floorplan
  – I/O Pins: 75
  – Core Region: 3420 µm²
  – Chip area: 6400 µm²
  – DIE WIDTH: 80 µm
  – Fp util: 19.1%
  – Chip height: 80 µm
  – Row cnt: 21

Pwr
  – LEAKAGE: 0.000769 µW
  – PD cells: 259 nW/µm²
  – P_int: 253 µW
  – Sw Pwr: 142 µW
  – Flop pwr share: 0%
  – Power share of the clock group: 0%
  – Sw Share: 35.9%
  – Combinational power share: 100.0%
  – Maximum vdd ir drop: 0.0926 mV

Route
  – Post-route ant nets: 0
  – Remaining DRCs: 0
  – Via count: 958
  – Total routed wirelength: 3110 µm
  – Vias per cell: 4.22
  – First-pass DRT Iterations: 2
  – Antenna fix cells: 0
  – Drt wl/cell: 13.7 µm
  – Drt initial violations: 12

STA
  – Worst slew pin tran: 0.242 ns
  – Slew Limit Headroom: 83.9%
  – Fin crit period: 1.76 ns
  – Final Cycle Share: 97.8%
  – Final tally of hold violations: 0
  – Max Freq: 568 MHz
  – Final slew viol count: 0
  – RSZ-0062 raised after global routing: no
  – Endpoints failing setup: 0

Finish
  – # fillers: 331
  – Layout area overhead: 134%
  – Post-layout util: 44.7%
  – Layout cells sized above 1: 41.4%
  – Post-Layout Cell Count: 227
  – Clock buffers: 0
  – Flop area: 0 µm²
  – Logic area: 546 µm²
  – Flip-flops: 0

Global routing
  – Tot GR Track Use: 9.20%
  – Initial antenna violation count: 0
  – First-pass GRT wire length: 4910 µm
  – Vias in the first global route: 982
  – GRT overflow: 0
  – Largest net degree at the start of global routing: 17

Min path
  – Hold WC Path Type: in -> out
  – HP Start: dout[30]
  – Hold path depth: 4
  – Worst Hold End: doutt[30]

Placement
  – Routability Congestion: 0.762
  – Port Buffer Count: 67
  – Dpl hpwl: 2440 µm
  – Placed cells: 216

Job
  – Tool Warnings: 41
  – Max-cap violation count: 0
==> cell usage in the layout, fill, tap and decap left out <==
cell type	count
nand2b_4	1
o22ai_1	4
bufbuf_16	1
dlymetal6s2s_1	1
a21oi_1	7
mux2_2	5
o22a_4	1
clkbuf_2	4
inv_1	26
o21ai_2	20
buf_6	10
buf_2	11
o22ai_2	3
nand2_2	1
dlygate4sd2_1	22
buf_12	2
mux2i_4	1
mux2i_2	1
o21ai_0	11
mux2_4	2
o21ai_1	1
buf_4	12
nand3b_1	7
clkdlybuf4s50_1	17
clkdlybuf4s15_1	10
==> tightest hold or removal path, stage by stage <==
cell and delay [ns]:
dlymetal6s2s_1 0.14, inv_1 0.08, o21ai_2 0.05, buf_2 0.10
==> cell type report <==
cell class,count,area share (%)
Inverter,26,6.39
Multi-Input combinational cell,65,35.7
Tap cell,46,3.77
Timing Repair Buffer,90,54.1
==> worst max path at each step <==
stage            from        end  slack (ns)  cells after the start
global route  addr[0]  doutt[20]      0.0007                      7
CTS           addr[0]  doutt[22]       -0.03                      9
finish        addr[0]  doutt[20]        0.04                      7
==> metrics by stage <==
step	instance area (µm²)	TNS [ns]	power, µW	hold WS, ns	setup slack (ns)
finish	1530	0	395	1.09	0.0393
global route	1530	0	435	1.12	0.000715
CTS	1530	-0.0329	401	1.17	-0.0329
detailed placement	1410	-19.73	391	1.53	-0.652
global placement	1410	-19.53	391	1.52	-0.646
floorplan	653	0	132	0.780	0.416
==> power by group through the flow <==
| stage | combinational, µW | clock (µW) | sequential, µW |
|---|---|---|---|
| CTS | 401 | 0 | 0 |
| global route | 435 | 0 | 0 |
| finish | 395 | 0 | 0 |
==> what timing repair did <==
action,CTS,global route
hold buffers,0,0
resized,108,17
setup buffers,12,1
cloned,1,0
endpoints found under the setup margin,32,16
pin swaps,5,4
==> cell families after synthesis <==
family / count (synthesis) / share of synthesized area, %
buffers and inverters: 35 / 25.3
multiplexers: 9 / 15.1
AND/OR/NAND/NOR: 9 / 9.96
AND-OR/OR-AND: 47 / 49.6
==> per-layer routing <==
metal / routed length [µm] / GRT usage, % / up-vias
met5: 0 / 0 / -
met4: 0 / 0 / 0
met3: 387 / 4.43 / 0
met2: 1360 / 14.7 / 41
met1: 1370 / 11.6 / 411
li1: - / - / 506
Power figures rest on the tool's default switching activity, not on a simulated workload.
